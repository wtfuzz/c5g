### constraint.sdc
current_design wb_sram16

set clk_period 5.2
set clk_io_pct 0.2

create_clock -name clk0 -period $clk_period [get_ports {clk}]

set non_clock_inputs [all_inputs -no_clocks]
set_input_delay [expr $clk_period * $clk_io_pct] -clock clk0 $non_clock_inputs
set_output_delay [expr $clk_period * $clk_io_pct] -clock clk0 [all_outputs]
### config.mk
export PLATFORM = sky130hd
export DESIGN_NAME = wb_sram16
export DESIGN_NICKNAME = wb_sram16
export VERILOG_FILES = /design/flow/design.v
export SDC_FILE = /design/flow/constraint.sdc
export NUM_CORES = 4
export LEC_CHECK = 1
export CORE_UTILIZATION = 50
### design.v
module wb_sram16 #(
  parameter                  adr_width = 18,    
  parameter                  latency   = 0     
) (
  input                      clk,
  input                      reset,
  input                      wb_stb_i,
  input                      wb_cyc_i,
  output reg                 wb_ack_o,
  input                      wb_we_i,
  input               [31:0] wb_adr_i,
  input                [3:0] wb_sel_i,
  input               [31:0] wb_dat_i,
  output reg          [31:0] wb_dat_o,
  output reg [adr_width-1:0] sram_adr,
  inout               [15:0] sram_dat,
  output reg           [1:0] sram_be_n,     
  output reg                 sram_ce_n,     
  output reg                 sram_oe_n,     
  output reg                 sram_we_n      
);
wire wb_rd = wb_stb_i & wb_cyc_i & ~wb_we_i & ~wb_ack_o;
wire wb_wr = wb_stb_i & wb_cyc_i &  wb_we_i & ~wb_ack_o;
wire [adr_width-1:0] adr1 = { wb_adr_i[adr_width:2], 1'b0 };
wire [adr_width-1:0] adr2 = { wb_adr_i[adr_width:2], 1'b1 };
reg [15:0] wdat;
reg        wdat_oe;
assign sram_dat = wdat_oe ? wdat : 16'bz;
reg  [2:0] lcount;
parameter s_idle   = 3'd0;
parameter s_read1  = 3'd1;
parameter s_read2  = 3'd2;
parameter s_write1 = 3'd3;
parameter s_write2 = 3'd4;
parameter s_write3 = 3'd5;
reg [2:0] state;
always @(posedge clk)
begin
  if (reset) begin
    state    <= s_idle;
    lcount   <= 0;
    wb_ack_o <= 0;
  end else begin
    case (state)
    s_idle: begin
      wb_ack_o <= 0;
      if (wb_rd) begin
        sram_ce_n  <=  0;
        sram_oe_n  <=  0;
        sram_we_n  <=  1;
        sram_adr   <=  adr1;
        sram_be_n  <=  2'b00;
        wdat_oe    <=  0;
        lcount     <=  latency;
        state      <=  s_read1;
      end else if (wb_wr) begin
        sram_ce_n  <=  0;
        sram_oe_n  <=  1;
        sram_we_n  <=  0;
        sram_adr   <=  adr1;
        sram_be_n  <= ~wb_sel_i[1:0];
        wdat       <=  wb_dat_i[15:0];
        wdat_oe    <=  1;
        lcount     <=  latency;
        state      <=  s_write1;
      end else begin
        sram_ce_n  <=  1;
        sram_oe_n  <=  1;
        sram_we_n  <=  1;
      end
    end
    s_read1: begin
      if (lcount != 0) begin
        lcount     <= lcount - 1;
      end else begin
        wb_dat_o[15:0] <= sram_dat;
        sram_ce_n  <=  0;
        sram_oe_n  <=  0;
        sram_we_n  <=  1;
        sram_adr   <=  adr2;
        sram_be_n  <=  2'b00;
        wdat_oe    <=  0;
        lcount     <=  latency;
        state      <=  s_read2;
      end
    end
    s_read2: begin
      if (lcount != 0) begin
        lcount     <= lcount - 1;
      end else begin
        wb_dat_o[31:16] <= sram_dat;
        wb_ack_o   <=  1;
        sram_ce_n  <=  1;
        sram_oe_n  <=  1;
        sram_we_n  <=  1;
        state      <=  s_idle;
      end
    end
    s_write1: begin
      if (lcount != 0) begin
        lcount     <= lcount - 1;
      end else begin
        sram_ce_n  <=  0;
        sram_oe_n  <=  1;
        sram_we_n  <=  1;
        state      <=  s_write2;
      end
    end
    s_write2: begin
        sram_ce_n  <=  0;
        sram_oe_n  <=  1;
        sram_we_n  <=  0;
        sram_adr   <=  adr2;
        sram_be_n  <= ~wb_sel_i[3:2];
        wdat       <=  wb_dat_i[31:16];
        wdat_oe    <=  1;
        lcount     <=  latency;
        wb_ack_o   <=  1;
        state      <=  s_write3;
    end
    s_write3: begin
      wb_ack_o   <=  0;
      if (lcount != 0) begin
        lcount     <= lcount - 1;
      end else begin
        sram_ce_n  <=  1;
        sram_oe_n  <=  1;
        sram_we_n  <=  1;
        wdat_oe    <=  0;
        state      <=  s_idle;
      end
    end
    endcase
  end
end
endmodule
### run.sh
#!/bin/bash
# OpenROAD 26Q1-2900-gdf79404cd8, Yosys 0.63+post, stock flow scripts
make -C /OpenROAD-flow-scripts/flow DESIGN_CONFIG=/design/flow/config.mk WORK_HOME=/design/flow/orfs finish
==> commit_impl_results.txt <==
Add synthesis and place-and-route results

* Number of remaining DRC errors: 0
* Number of distinct library cells after synthesis: 31
* Maximum fanout along the worst path: 20
* Number of logged tool warnings: 106
- Beginning of the worst register-to-register path: lcount[0]
- Before CTS, the worst setup slack after placement is 2.00 ns.
* Die W: 78.7 um
- Synth-to-layout area growth: 49.7%
- Highest clock rate: 349 MHz
* Worst-case clock buffer depth: 2
- In this run the count of I/O pins placed on the die edge is 145.
- Global-route met2 utilization: 0.367
- The clock period could shrink to 2.86 ns.
- The most critical min-delay path falls under flop to flop.
- Endpoint required time on the critical path: 5.24 ns
- Final standard cell count with taps included and fillers excluded: 368
- Slew Limit Fails: 0
* Antenna violations before repair: 0
- Net switching power figure: 251 uW
- Number of global-route vias before repair: 1873
- Total global routing track utilization: 0.241
* Share of the synthesized area in the top cell type: 0.724
- Post-route cell area: 4410 um^2
- Most used standard cell by instance count after synthesis: sky130_fd_sc_hd__edfxtp_1
- Yosys printed 2 warnings.
* Antenna cell count: 0
- In the synthesized netlist, the number of instances is 167.
- Endpoints failing hold: 0
- 1st-iter DRT viols: 101
* FFs w/ async S/R, synth: 0
- Counting every sink on the clock net gives 81.
* Post-CTS Repair Setup Buffers: 0
* Reg-to-Reg End: wb_dat_o[10]
- Chip height: 78.7 um
- Counting instances, the worst hold path has a depth of 0.
- Detailed routing inserted a total of 1896 vias.
- Across all register-to-register paths, the minimum setup slack is 3.10 ns.
* WL final: 6.68 mm
* Number of buffers inserted for hold repair after clock tree synthesis: 0
- Worst Setup Start Kind: input pin
* Wire length of the first global-routing pass: 9.93 mm
* Part of the power in the clock network: 0.361
- The number of cells reported by Yosys stat comes to 167.
- Leading register cell type out of synthesis: sky130_fd_sc_hd__edfxtp_1
- After layout, the worst setup slack is 2.34 ns.
* Area figure in the yosys stat output: 2940 um^2
- Clock Pin Slew Worst Setup and Hold Paths: 0.07 ns
- Sequential share of the synthesized area: 0.792
* Flip-flop and latch area: 2330 um^2
* GP Congestion: 0.829
- Post-Route Setup TNS: 0 ns
* Worst-case headroom to the max-slew limit: 0.489
* Fraction of power consumed by sequential logic: 0.556
- After floorplanning, the core was divided into 27 placement rows.
- After detailed routing, the number of vias per cell comes to 5.15.
- Number of nets with antenna violations after routing: 0
- The core region is 5570 um^2.
- The analysis reports a worst IR drop on VDD of 0.177 mV.
* Fraction of power spent switching nets: 0.191
- Min-Delay Startpoint: sram_dat[6]
- Met1 layer usage reported by global route: 0.372
- Pin count of the biggest net entering global routing: 21
* Unrepaired setup endpoints after global routing: no
- In the floorplan report the effective utilization is 0.528.
- Of the total power, combinational logic draws 0.083.
* Final HPWL DP: 4.37 mm
* Number of fill cells in the layout: 349
- Root Buffer: sky130_fd_sc_hd__clkbuf_8
* Transition time of the tightest slew-check pin: 0.762 ns
* Total placed cells including tap cells: 352
* TritonCTS clock tree: built
- The overall die size recorded for this design is 6200 um^2.
- Per the summary, power density relative to cell area is 299 nW/um^2.
- Share of the cycle needed by the critical path after routing: 0.550
- Maxcap violations: 0
* Number of clock buffers inserted by TritonCTS: 9
- Arr. time, crit path: 2.90 ns
* Critical path capture point type: flop
- Counting instances in the post-synthesis netlist gives the leading cell types as sky130_fd_sc_hd__edfxtp_1 (71), sky130_fd_sc_hd__mux2_2 (16), sky130_fd_sc_hd__dfxtp_1 (10).
- Fraction of layout instances using a drive strength above 1: 0.149
* Depth of the most critical reg-to-reg path: 5
- The first detailed-routing pass ran for 4 iterations.
* Cells taking the most area after synthesis: sky130_fd_sc_hd__edfxtp_1 (72%), sky130_fd_sc_hd__dfxtp_1 (6.8%), sky130_fd_sc_hd__mux2_2 (6.1%)
* Cell area after technology mapping: 2940 um^2
- Clock skew after layout: 0.00880 ns
- Final setup fails: 0
* Placed cell areas: 4200 um^2
- Register bit count reported by yosys: 81
* Port Buf Inserts: 113
- The largest total area in the synthesized netlist belongs to sky130_fd_sc_hd__edfxtp_1.
* Post-synthesis area per instance: 17.6 um^2
- Multi-input gate area in the final layout: 587 um^2
- Post-cts sizing count: 0
- For this design the static power due to leakage is 0.00150 uW.
* Worst Hold Endpoint: wb_dat_o[22]
* Average detailed-routed wire length per instance: 18.2 um
- Number of synthesized flops with an enable pin: 71
- Per the GRT log, the top usage layer is met1.
* Category of the most critical setup path: input pin to flop
* Power Internal: 1070 uW
- Clk ins delay skew pair: 0.34 ns
* GRT met3 Usage: 0.100
* Outcome: complete, no violations
- Per the GRT congestion report, total overflow comes to 0.
- Maximum level of the CTS H-tree: 3
[power by group through the flow]
stage	Sequential, uW	Clock [uW]	Combinational [uW]
after global routing	734	513	118
after CTS	732	486	110
final	732	475	110
[metrics by stage]
stage / total power, uW / utilization / hold WS [ns]
detailed placement: 856 / 0.753 / 0.437
finish: 1320 / 0.791 / 0.461
CTS: 1330 / 0.791 / 0.463
global placement: 853 / 0.753 / 0.444
global route: 1360 / 0.791 / 0.482
floorplan: 779 / - / 0.421
[critical path: stages]
cell	delay, ns
sky130_fd_sc_hd__clkdlybuf4s50_1	0.76
sky130_fd_sc_hd__nor3_2	0.78
sky130_fd_sc_hd__buf_4	0.31
[placed cells by master (no fill, tap or decap), types with 3 or more instances in the layout]
cell                                n
sky130_fd_sc_hd__inv_1              5
sky130_fd_sc_hd__or2_2              3
sky130_fd_sc_hd__clkdlybuf4s50_1  113
sky130_fd_sc_hd__dfxtp_1           10
sky130_fd_sc_hd__nand2_1            8
sky130_fd_sc_hd__a21oi_1            7
sky130_fd_sc_hd__nor2_1             5
sky130_fd_sc_hd__buf_4              5
sky130_fd_sc_hd__edfxtp_1          71
sky130_fd_sc_hd__nand2b_1           5
sky130_fd_sc_hd__clkbuf_8           9
sky130_fd_sc_hd__mux2_2            16
sky130_fd_sc_hd__a221oi_1           4
[sequential cells by signal, indices dropped and copies added (netlist names)]
signal     cells
sram_adr      18
sram_we_n      1
sram_be_n      2
wb_ack_o       1
sram_ce_n      1
state          6
lcount         3
sram_oe_n      1
sram_dat      16
wb_dat_o      32
[final cells by class]
type	instances	area share
multi-input cells	76	0.133
flip-flops and latches	81	0.529
clock inverters	6	0.0187
repair buffers	118	0.265
inverters	5	0.00426
clock buffers	10	0.0290
well taps	72	0.0204
[kinds of logic after synthesis]
group,after synthesis,share of synthesized area
AOI/OAI and AO/OA,22,0.0489
adders and majority gates,2,0.00850
and+or+nand+nor,35,0.0727
DFF,81,0.792
buffers and inverters,10,0.0132
muxes,17,0.0646
[metal layers]
layer,up-vias,wire [um]
li1,892,-
met1,883,2600
met2,110,3250
met3,11,705
met4,0,126
met5,-,0
[how the worst max path moves through the flow]
stage | slack, ns | startpoint | cells past startpoint | endpoint
after global routing | 2.27 | reset | 3 | wb_dat_o[20]
final | 2.34 | reset | 3 | wb_dat_o[10]
after CTS | 2.37 | reset | 3 | wb_dat_o[20]
Power is estimated from default activity; no workload was simulated.
